==> ./design.v <==
`timescale 1ns / 1ps
`timescale 1ns / 1ps
module ALU(
    input wire [31:0] op1,
    input wire [31:0] op2,
    input wire [3:0] ALU_func,
    output reg [31:0] ALU_out
    );
    always@(*) 
    begin
        case (ALU_func)
            4'd0: ALU_out <= op1 << op2[4:0];
            4'd1: ALU_out <= op1 >> op2[4:0];
            4'd2: ALU_out <= $signed(op1) >>> op2[4:0];
            4'd3: ALU_out <= op1 + op2;
            4'd4: ALU_out <= op1 - op2;
            4'd5: ALU_out <= op1 ^ op2;
            4'd6: ALU_out <= op1 | op2;
            4'd7: ALU_out <= op1 & op2;
            4'd8: ALU_out <= ($signed(op1) < $signed(op2)) ? 32'b1 : 32'b0;
            4'd9: ALU_out <= (op1 < op2) ? 32'b1 : 32'b0;
            4'd10: ALU_out <= op2;
            default: ALU_out <= 32'b0;
        endcase
    end
endmodule
==> ./run.sh <==
#!/bin/bash
# OpenROAD 26Q1-2900-gdf79404cd8, Yosys 0.63+post, stock flow scripts
make -C /OpenROAD-flow-scripts/flow DESIGN_CONFIG=/design/flow/config.mk WORK_HOME=/design/flow/orfs finish
==> ./config.mk <==
export PLATFORM = sky130hd
export DESIGN_NAME = ALU
export DESIGN_NICKNAME = ALU
export VERILOG_FILES = /design/flow/design.v
export SDC_FILE = /design/flow/constraint.sdc
export NUM_CORES = 4
export LEC_CHECK = 1
export CORE_UTILIZATION = 30
==> ./constraint.sdc <==
current_design ALU

set clk_period 20.7
set clk_io_pct 0.2

create_clock -name clk0 -period $clk_period

set non_clock_inputs [all_inputs -no_clocks]
set_input_delay [expr $clk_period * $clk_io_pct] -clock clk0 $non_clock_inputs
set_output_delay [expr $clk_period * $clk_io_pct] -clock clk0 [all_outputs]
==> results.json <==
{
  "vias": 10400,
  "drive_above_1_share_pct": 9.81,
  "ys_area_sq_um": 8960,
  "arrival_ns": 8.82,
  "ys_cells": 1254,
  "n_antenna_cell": 0,
  "first_pass_iters": 6,
  "setup.worst_path.class": "in2out",
  "fp_util_pct": 30.9,
  "syn_area_sq_um": 8960,
  "powerDensity_nw_per_um2": 27.5,
  "stdcell_count": 1668,
  "die_width_um": 175,
  "grtUsageTotal_pct": 26.7,
  "synth.most_common_cell": "nor2_1",
  "timing.max_cap.violations": 0,
  "gp_congestion": 1.03,
  "area_delta_synth_final_pct": 12.9,
  "grt_pass1_vias": 9469,
  "coreArea_sq_um": 29000,
  "grt_antenna_before_repair": 1,
  "syn_area_per_cell_sq_um": 7.15,
  "place_hpwl_um": 31600,
  "hold_viol": 0,
  "finalMaxSlewViolations": 0,
  "ys_warn_count": 1,
  "log.warning_count": 106,
  "relSlewSlack_pct": 47.6,
  "total_leakage_power_nw": 4.14,
  "area_leaders": "ha_1, mux4_2, nor2_1",
  "wirelength_um": 40600,
  "crit_fanout": 41,
  "antenna_left": 0,
  "vdd_drop_max_uv": 9.47,
  "worstMarginPinSlew_ns": 0.777,
  "cp_data_required_time_ns": 16.56,
  "regArea_sq_um": 0,
  "synth_top_area_share_pct": 14.8,
  "clockBufferCount": 0,
  "drcViolationCount": 0,
  "crit_path_end_kind": "output port",
  "synthTopCellsByCount": "nor2_1, ha_1, a21oi_1",
  "seq_cell_count": 0,
  "setup_viol": 0,
  "cts-resized-gates": 0,
  "postCtsSetupRepairBufs": 0,
  "holdCritPathClass": "in2out",
  "ys_seq_share_pct": 0,
  "dp_cells": 1668,
  "fp.dieH_um": 175,
  "dr.first_iter.drc_count": 1315,
  "yosys.area.top_type": "ha_1",
  "fmax_mhz": 77.1,
  "holdBufCountCts": 0,
  "row_count": 62,
  "io_pins": 100,
  "synth_cell_types": 96,
  "n_fill_cell": 3138,
  "via_per_inst": 6.22,
  "grt_pass1_wl_um": 61300,
  "overflow": 0,
  "fin_crit_sh_pct": 62.6,
  "io_buffers": 100,
  "timing.setup.tns_ns": 0,
  "routedWlPerCell_um": 24.4,
  "syn_inst": 1254,
  "grt_max_degree": 70,
  "fin_crit_ns": 12.96,
  "fp.dieArea_sq_um": 30600,
  "critPathLaunchType": "input pin",
  "status": "complete, no violations",
  "rsz0062_at_grt": "false"
}
[logic make-up after synthesis]
kind of cell	Yosys count	synth area share, %
AND-OR/OR-AND	439	34.4
AND/OR/NAND/NOR	405	20.7
buffers and inverters	192	9.86
adder cells (fa/ha/maj)	108	15.2
multiplexers	107	19.5
XOR/XNOR	3	0.293
[per-layer routing]
metal / global-route usage, % / part of all wire, % / up-vias
met5: 0 / 0 / -
met4: 3.62 / 1.7 / 0
met3: 3.08 / 8.5 / 48
met2: 39.9 / 44 / 540
met1: 42.2 / 46 / 4996
li1: - / - / 4794
[layout by cell type (no fill, tap or decap), drive strengths merged, types with 13 or more instances in the layout]
master,n
a21o,15
o21ai,99
a211oi,17
nand2,93
nor2,175
buf,30
clkdlybuf4s50,96
o21bai,16
a221o,13
nand2b,13
a21oi,101
inv,95
o22ai,15
mux2i,42
nand3,33
o211ai,22
ha,106
a221oi,38
nor3,27
nand4,15
mux4,53
[critical path, stage by stage]
cell and delay, ns:
clkdlybuf4s50_1 0.46, buf_4 0.38, inv_1 0.39, ha_1 0.51
o211ai_1 0.20, nand2_1 0.11, a311oi_1 0.56, o31ai_2 0.17
a31oi_1 0.55, o31ai_2 0.20, o221a_2 0.30, o221ai_1 0.30
clkdlybuf4s50_1 0.53
[through the flow]
stage	worst slack [ns]	power [mW]	area [sq um]	utilization, %	hold slack, ns
after floorplan	8.89	0.169	8960	-	8.39
after CTS	7.87	0.273	10100	34.9	9.44
after global routing	7.53	0.299	10100	34.9	9.48
after global placement	7.90	0.274	10100	34.9	9.42
final	7.74	0.278	10100	34.9	9.42
after detailed placement	7.89	0.271	10100	34.9	9.44
[path summary, 6_finish.rpt]
kind	depth (start not counted)	from	slack [ns]	endpoint
max	13	op2[4]	7.74	ALU_out[21]
min	5	op2[1]	9.42	ALU_out[1]
[report_power, final]
group          switching, mW  leakage [nW]  total (mW)  internal, mW
Clock                      0             0           0             0
Combinational          0.165          4.14       0.278         0.113
Sequential                 0             0           0             0
[cell type report]
type | instances | area, sq um | area share, %
tap | 384 | 480 | 4.75
timing repair buffer | 127 | 1190 | 11.7
multi-input combinational | 1062 | 8100 | 80.0
inverter | 95 | 357 | 3.52
Power is estimated from default activity; no workload was simulated.
