==> flow/design.v <==
`timescale 1ns / 1ps
`timescale 1ns / 1ps
module ControllerDecoder(
    input wire [31:0] inst,
    output wire jal,
    output wire jalr,
    output wire csr_op1_src,
    output wire op1_src,
    output wire op2_src,
    output reg [1:0] Mask_func,
    output reg [3:0] ALU_func,
    output reg [2:0] br_type,
    output wire load_npc,
    output wire wb_select,
    output reg [2:0] load_type,
    output reg [1:0] src_reg_en,
    output reg reg_write_en,
    output reg csr_read_en,
    output reg csr_write_en,
    output reg [3:0] cache_write_en,
    output wire [1:0] alu_src1,
    output wire [1:0] alu_src2,
    output reg [2:0] imm_type
    );
    wire [6:0] opcode = inst[6:0];
    wire [2:0] func3 = inst[14:12];
    wire [4:0] zimm = inst[19:15];
    wire [4:0] rs1 = inst[19:15];
    wire [4:0] rd = inst[11:7];
    wire op_slli = (opcode == 7'b0010011 && func3[1:0] == 2'b01) ? 1 : 0;  
    wire op_addi = (opcode == 7'b0010011 && func3[1:0] != 2'b01) ? 1 : 0;  
    wire op_add = (opcode == 7'b0110011) ? 1 : 0;  
    wire op_lui = (opcode == 7'b0110111) ? 1 : 0;  
    wire op_auipc = (opcode == 7'b0010111) ? 1 : 0;  
    wire op_jal = (opcode == 7'b1101111) ? 1 : 0;  
    wire op_jalr = (opcode == 7'b1100111) ? 1 : 0;  
    wire op_beq = (opcode == 7'b1100011) ? 1 : 0;  
    wire op_lb = (opcode == 7'b0000011) ? 1 : 0;  
    wire op_sb = (opcode == 7'b0100011) ? 1 : 0;  
    wire op_csrr = (opcode == 7'b1110011 && !func3[2]) ? 1 : 0;  
    wire op_csri = (opcode == 7'b1110011 && func3[2]) ? 1 : 0;  
    wire op_csrr_sc = (op_csrr && func3[1:0] != 2'b01) ? 1 : 0;  
    wire op_csrr_w = (op_csrr && func3[1:0] == 2'b01) ? 1 : 0;  
    wire op_csri_sc = (op_csri && func3[1:0] != 2'b01) ? 1 : 0;  
    wire op_csri_w = (op_csri && func3[1:0] == 2'b01) ? 1: 0;  
    assign jal = op_jal;
    assign jalr = op_jalr;
    assign csr_op1_src = (op_csri) ? 1 : 0;
    assign op1_src = ~(op_csrr | op_csri);
    assign op2_src = ~op_add;
    assign load_npc = op_jal | op_jalr;
    assign wb_select = op_lb;
    assign alu_src1 = (op_auipc)? 2'b01 : ((op_csrr | op_csri) ? 2'b10 : 2'b00);
    assign alu_src2 = (op_add) ? 2'b00 : ((op_slli) ? 2'b01 : 2'b10);
    always@(*) 
    begin
        if (op_csrr | op_csri) 
        begin
            case (func3[1:0])
                2'b00: Mask_func <= 2'b00;
                2'b01: Mask_func <= 2'b01;
                2'b10: Mask_func <= 2'b10;
                2'b11: Mask_func <= 2'b11;
            endcase
        end
        else
        begin
            Mask_func <= 2'b00;
        end
        if (op_slli | op_addi | op_add) 
        begin
            case (func3)
                3'b000: 
                begin
                    if (op_slli | op_add)
                        ALU_func <= (inst[30]) ? 4'd4 : 4'd3;
                    else
                        ALU_func <= 4'd3;
                end
                3'b001: ALU_func <= 4'd0;
                3'b010: ALU_func <= 4'd8;
                3'b011: ALU_func <= 4'd9;
                3'b100: ALU_func <= 4'd5;
                3'b101: ALU_func <= (inst[30]) ? 4'd2 : 4'd1;
                3'b110: ALU_func <= 4'd6;
                3'b111: ALU_func <= 4'd7;
                default: ALU_func <= 4'd3;
            endcase
        end
        else if (op_lui)
        begin
            ALU_func <= 4'd10;
        end
        else
        begin
            ALU_func <= 4'd3;
        end
        if (op_beq)
        begin
            case (func3)
                3'b000: br_type <= 3'd1;
                3'b001: br_type <= 3'd2;
                3'b100: br_type <= 3'd3;
                3'b101: br_type <= 3'd5;
                3'b110: br_type <= 3'd4;
                3'b111: br_type <= 3'd6;
                default: br_type <= 3'd0;
            endcase
        end
        else
        begin
            br_type <= 3'd0;
        end
        if (op_lb)
        begin
            case (func3)
                3'b000: load_type <= 3'd1;
                3'b001: load_type <= 3'd2;
                3'b010: load_type <= 3'd3;
                3'b100: load_type <= 3'd4;
                3'b101: load_type <= 3'd5;
                default: load_type <= 3'b0;
            endcase
        end
        else
        begin
            load_type <= 3'b0;
        end
        if (op_add | op_beq | op_sb)
            src_reg_en <= 2'b11;
        else if (op_addi | op_slli | op_jalr | op_lb | op_csrr)
            src_reg_en <= 2'b10;
        else
            src_reg_en <= 2'b00;
        if (op_beq | op_sb)
            reg_write_en <= 1'b0;
        else
            reg_write_en <= 1'b1;
        if ((op_csri_w | op_csrr_w) && rd == 5'b0)
            csr_read_en <= 1'b0;
        else if (op_csrr | op_csri)
            csr_read_en <= 1'b1;
        else
            csr_read_en <= 1'b0;
        if ((op_csrr_sc && rs1 == 0) || (op_csri_sc && zimm == 0))
            csr_write_en <= 1'b0;
        else if (op_csrr | op_csri)
            csr_write_en <= 1'b1;
        else
            csr_write_en <= 1'b0;
        if (op_sb)
        begin
            case(func3)
                3'b000: cache_write_en <= 4'b0001;  
                3'b001: cache_write_en <= 4'b0011;  
                3'b010: cache_write_en <= 4'b1111;  
                default: cache_write_en <= 4'b0000;
            endcase
        end
        else
        begin
            cache_write_en <= 4'b0000;
        end
        if (op_add)
            imm_type <= 3'd0;
        else if (op_slli | op_addi | op_jalr | op_lb)
            imm_type <= 3'd1;
        else if (op_sb)
            imm_type <= 3'd2;
        else if (op_beq)
            imm_type <= 3'd3;
        else if (op_lui | op_auipc)
            imm_type <= 3'd4;
        else if (op_jal)
            imm_type <= 3'd5;
        else if (op_csrr | op_csri)
            imm_type <= 3'd6;
        else
            imm_type <= 3'd0;
    end
endmodule
==> flow/run.sh <==
#!/bin/bash
# OpenROAD 26Q1-2900-gdf79404cd8, Yosys 0.63+post, stock flow scripts
make -C /OpenROAD-flow-scripts/flow DESIGN_CONFIG=/design/flow/config.mk WORK_HOME=/design/flow/orfs finish
==> flow/config.mk <==
export PLATFORM = sky130hd
export DESIGN_NAME = ControllerDecoder
export DESIGN_NICKNAME = ControllerDecoder
export VERILOG_FILES = /design/flow/design.v
export SDC_FILE = /design/flow/constraint.sdc
export NUM_CORES = 4
export LEC_CHECK = 1
export CORE_AREA = 10 10 72 72
export DIE_AREA = 0 0 82 82
==> flow/constraint.sdc <==
current_design ControllerDecoder

set clk_period 2.3
set clk_io_pct 0.2

create_clock -name clk0 -period $clk_period

set non_clock_inputs [all_inputs -no_clocks]
set_input_delay [expr $clk_period * $clk_io_pct] -clock clk0 $non_clock_inputs
set_output_delay [expr $clk_period * $clk_io_pct] -clock clk0 [all_outputs]
==> impl_metrics.toml <==
# yosys + openroad results
[route]
drtAntennaViolNets = 0
routedWlPerCell_um = 13.02
vias = 929
via_per_inst = 4.242
drtIter0Drc = 12
drt_wl_total_um = 2851
antenna_cells = 0
drcViolationCount = 0
dr.pass1.iters = 3

[placed_design]
hpwl_um = 2366
gp_congestion = 0.8085
io_buffers = 56
place_ws_ns = -0.4010
post-place-cells = 213
post_dp_cell_area_mm2 = 0.001345

[die]
num_rows = 22
coreArea_mm2 = 0.003689
die_area_mm2 = 0.006724
dieHeight_um = 82
fp-utilization_pct = 14.96
dieWidth_um = 82
ios = 67

[power_and_ir_drop]
power_density_mw_per_mm2 = 97.37
p_switching_mw = 0.06304
pwr-share-comb_pct = 100.0
netSwitchingFraction_pct = 43.96
internal_power_mw = 0.08035
power.share.sequential_pct = 0
clockPowerShare_pct = 0
p_leak_nw = 0.7754
irDropWorstVdd_mv = 0.05162
finalPower_mw = 0.1434

[final_timing]
hold_violations = 0
setup_viol = 0
period_used_pct = 97.41
finalSetupTns_ns = 0
max_freq_mhz = 446.4
finalCriticalPeriod_ns = 2.240
worst_pin_slew_ns = 0.2817
fin_hold_ws_ns = 1.299
slew_viol_final = 0
rsz0062_at_grt = "false"
setup_slack_ns = 0.05968
slew_headroom_pct = 81.18

[yosys]
avgSynthCellArea_um2 = 6.270
top_area_share_pct = 7.483
yosysUniqueCellTypes = 34
top_area_cell = "nor2_1"
ys_area_um2 = 551.8
synth_area_um2 = 551.8
top_cells_by_area = "nor2_1 (7.5%), a21oi_1 (6.3%), nor2b_1 (5.7%)"
ys_cells = 88
synth_seq_share_pct = 0
yosys_warnings = 1
syn_inst = 88

[final_layout]
drive_gt1_share_pct = 43.27
regArea_um2 = 0
final_cell_mix = "buf_4 (30), dlygate4sd2_1 (20), clkdlybuf4s50_1 (18), nor2_1 (8), dlymetal6s2s_1 (7)"
fin_area_mm2 = 0.001473
ff_count = 0
final_common_cell = "buf_4"
final_util_pct = 39.93
n_clock_buffer = 0
area_delta_synth_final_pct = 166.9
final_cell_count_no_fill = 219

[critical_path]
endpoint_kind = "output pin"
crit_arrival_ns = 1.78
path_class = "primary input to output pin"
crit_chain = "dlygate4sd2_1 -> and4bb_4 -> buf_4 -> buf_6 -> nand2_2 -> or2_1 -> dlygate4sd2_1"
critPathBufInv = 4
worst_path_most_repeated_cell = "dlygate4sd2_1"
crit_path_start_kind = "primary input"
crit_path_top_delay_cell = "and4bb_4"
cp.required_ns = 1.84
path_delay_family = "buffers and inverters"
max_stage_delay_ns = 0.37
crit_fanout = 5

[clock_tree]
cts_hold_buf = 0

[hold_path]
worstHoldPathType = "primary input to output pin"

[grt]
grt_overflow_total = 0
grt_start_max_net_pins = 10
grt_pass1_wl_um = 4664
grt_pass1_vias = 940
antenna_found_initial = 0
track_usage_pct = 8.313

[run]
warnings = 44
drv_cap = 0

[run_status]
status = "finished clean"
[routing by layer]
layer  track usage, %  up-vias  share of wire [%]
li1                 -      482                  -
met1            10.97      418                 42
met2            13.79       27                 48
met3            2.643        2                9.5
met4                0        0               0.46
met5                0        -                  0
[tightest hold or removal path, stage by stage]
cell and delay, ns:
clkbuf_2 0.19, a2111oi_2 0.10, clkbuf_2 0.09
[Yosys cell counts]
cell type  number
or2_1           1
a2111oi_4       1
buf_4           2
nand2_4         1
nor2_1         11
a31oi_1         2
o211ai_1        2
clkbuf_1        3
a21boi_0        2
or2_2           1
o2111ai_1       1
buf_2           3
nand4_4         1
inv_1           5
o21ai_0         5
and4_1          2
nand4b_1        1
nor4_1          1
nor3b_1         1
and3_1          1
a211oi_1        1
a21oi_1         7
nand4_1         1
a2111oi_2       1
buf_6           1
nor3_1          5
nand3_1         5
nand2_1         6
nand2b_1        1
and2_1          3
a31o_1          1
and3b_1         3
and4bb_4        1
nor2b_1         5
[power groups by stage]
stage / sequential [mW] / clock, mW / combinational (mW)
after CTS: 0 / 0 / 0.144
final: 0 / 0 / 0.143
after global routing: 0 / 0 / 0.156
[logic make-up after synthesis]
logic type | synth area share [%]
AOI/OAI and AO/OA | 30.84
and+or+nand+nor | 56.24
buffers and inverters | 12.92
[path summary, 6_finish.rpt]
kind / cells past startpoint / from / end / slack (ns)
setup / recovery: 7 / inst[2] / reg_write_en / 0.06
hold / removal: 3 / inst[14] / load_type[0] / 1.30
[final cells by class]
type,count,area [um^2]
multi-input combinational,74,581.8
fill,376,2216
timing repair buffer,92,812.0
inverter,5,18.77
tap,48,60.06
[timing repair]
item                                    in CTS  in global routing
pin swaps                                   11                  6
endpoints found under the setup margin      35                 15
setup buffers                                6                  1
resized                                     74                 20
No activity file was given, so power comes from the tool's default toggle rates.
