<file path="flow/config.mk">
export PLATFORM = sky130hd
export DESIGN_NAME = Csr_EX
export DESIGN_NICKNAME = Csr_EX
export VERILOG_FILES = /design/flow/design.v
export SDC_FILE = /design/flow/constraint.sdc
export NUM_CORES = 4
export LEC_CHECK = 1
export CORE_UTILIZATION = 40
</file>
<file path="flow/constraint.sdc">
current_design Csr_EX

set clk_period 1.0
set clk_io_pct 0.2

create_clock -name clk0 -period $clk_period [get_ports {clk}]

set non_clock_inputs [all_inputs -no_clocks]
set_input_delay [expr $clk_period * $clk_io_pct] -clock clk0 $non_clock_inputs
set_output_delay [expr $clk_period * $clk_io_pct] -clock clk0 [all_outputs]
</file>
<file path="flow/design.v">
`timescale 1ns / 1ps
module Csr_EX(
    input wire clk, bubbleE, flushE,
    input wire [1:0] Mask_func_ID,
    input wire csr_read_en_ID,
    input wire csr_write_en_ID,
    input wire [11:0] csr_dest_ID,
    input wire [31:0] csr_out_ID,
    input wire [31:0] reg1_or_zimm_ID,
    output reg [1:0] Mask_func_EX,
    output reg csr_read_en_EX,
    output reg csr_write_en_EX,
    output reg [11:0] csr_dest_EX,
    output reg [31:0] csr_out_EX,
    output reg [31:0] reg1_or_zimm_EX
    );
    initial 
    begin
        Mask_func_EX = 0;
        csr_read_en_EX = 0;
        csr_write_en_EX = 0;
        csr_dest_EX = 0;
        csr_out_EX = 0;
        reg1_or_zimm_EX = 0;
    end
    always@(posedge clk)
        if (!bubbleE) 
        begin
            if (flushE)
            begin
                Mask_func_EX <= 0;
                csr_read_en_EX <= 0;
                csr_write_en_EX <= 0;
                csr_dest_EX <= 0;
                csr_out_EX <= 0;
                reg1_or_zimm_EX <= 0;
            end
            else 
            begin
                Mask_func_EX <= Mask_func_ID;
                csr_read_en_EX <= csr_read_en_ID;
                csr_write_en_EX <= csr_write_en_ID;
                csr_dest_EX <= csr_dest_ID;
                csr_out_EX <= csr_out_ID;
                reg1_or_zimm_EX <= reg1_or_zimm_ID;
            end
        end
endmodule
</file>
<file path="flow/run.sh">
#!/bin/bash
# OpenROAD 26Q1-2900-gdf79404cd8, Yosys 0.63+post, stock flow scripts
make -C /OpenROAD-flow-scripts/flow DESIGN_CONFIG=/design/flow/config.mk WORK_HOME=/design/flow/orfs finish
</file>
==> impl_metrics.yaml <==
# generated from flow reports
outcome:
  run_status: "finished, violations left"
  failed_checks: "negative setup slack"
final_timing:
  timing.final.setup_violations: 66
  max_freq_mhz: 952
  timing.final.max_slew_violations: 0
  worstMarginPinSlew_ns: 0.200
  worst_setup_slack_after_layout_ns: -0.0504
  rsz0062_at_grt: "true"
  slew-limit-headroom_pct: 86.7
  finalHoldViolCount: 0
  finalClockPeriodUsage_pct: 105
  fin_crit_ns: 1.05
pwr:
  power.share.switching_pct: 18.3
  finalPower_uw: 7280
  p_seq_share_pct: 55.4
  power.static_leakage_uw: 0.00177
  switching_pwr_uw: 1330
  clock_power_share_pct: 33.4
  intPower_uw: 5950
  worst_ir_drop_vdd_v: 0.000806
  power.share.combinational_pct: 11.2
  cellPowerDensity_nw_per_um2: 1580
clocking:
  cts_root_buf: "clkbuf_8"
  cts_buffers: 9
  cts_max_level: 3
  cts_buffer_depth: 2
  post_cts_hold_buffer_count: 0
  clk_pin_slew_worst_paths_ns: 0.07
  cts_tree: "built"
  clkSinkCount: 80
route:
  detailedRoute.firstIterationViolations: 49
  post-route-drc-count: 0
  drt-pass1-iter-count: 3
  viasPerCell: 4.32
  ant_nets: 0
  detail_route.wirelength_um: 6420
  routed-via-count: 1919
  drt-wirelength-per-cell_um: 14.5
  antenna-diode-count: 0
synthesis:
  synthesis.area_per_instance_um2: 17.4
  post_synth_instance_area_um2: 2950
  synth-area-yosys_um2: 2950
  synth_top_area_share_pct: 81.5
  ys_seq_share_pct: 81.5
  ys_top_cells_by_area: "edfxtp_1 82%, nor2b_1 17%, buf_2 1.4%"
  post_synth_num_cell_types: 4
  synth_top_cell_by_area: "edfxtp_1"
  yosys_warning_tally: 1
  postSynthCellCount: 169
  yosys-stat-cells: 169
  yosys_register_bits: 80
global_route:
  grt_pass1_wl_um: 9540
  number_of_antenna_violations_at_the_first_check_in_global_routing: 0
  grt_max_degree: 49
  grt_remaining_overflow: 0
  grt_use_total_pct: 18.1
  first_global_vias: 1913
placement:
  dp_hpwl_um: 4710
  gpl.final_weighted_congestion: 0.832
  portBuffers: 162
  placed_cells_incl_taps: 426
critical_path:
  number_of_buffer_and_inverter_stages_on_the_critical_path: 1
  cp_delay_by_family_top: "flip-flops"
  critical_path_required_ns: 0.80
  path_cells: "buf_2"
  setup.worst_path.end_class: "output pin"
  critPathKind: "reg -> out"
  setup.worst_path.start_class: "flop"
  worst_path_largest_cell_delay_ns: 0.39
  critical_path_s_slowest_cell: "edfxtp_1"
  cp_max_fo: 1
  cp.arrival_ns: 0.85
die:
  fp.coreArea_um2: 6940
  num_io_pins: 163
  chip_area_um2: 7710
  fp_util_pct: 42.4
  die_x_um: 87.8
  row_cnt: 30
  fp.dieH_um: 87.8
flow_run:
  max_cap_viol_count: 0
  tool_warnings: 29
cells_and_area:
  post_route_cells_drive_above_1_share_pct: 29.6
  layout.cells.non_filler: 444
  final_common_cell: "buf_2"
  most-common-layout-cells: "81 x buf_2, 80 x edfxtp_1, 80 x nor2b_1, 80 x clkdlybuf4s50_1, 9 x clkbuf_8"
  post-route-util_pct: 66.5
  syn_to_final_growth_pct: 56.7
hold_path:
  min_path_type: "in -> reg"
-- flip-flops by register name, indices dropped and copies added (netlist names) --
name and flops:
csr_out_EX 32, csr_write_en_EX 1, csr_dest_EX 12, Mask_func_EX 2, csr_read_en_EX 1, reg1_or_zimm_EX 32
-- final timing paths --
check | slack, ns | to | start | depth (start not counted)
hold / removal | 0.39 | csr_out_EX[12]$_SDFFCE_PP0N_ | flushE | 3
setup / recovery | -0.05 | csr_out_EX[27] | csr_out_EX[27]$_SDFFCE_PP0N_ | 1
-- cell type report --
| type | instances | area [um^2] |
|---|---|---|
| Inverter | 1 | 7.51 |
| Sequential cell | 80 | 2400 |
| Tap cell | 96 | 120 |
| Multi-Input combinational cell | 80 | 500 |
| Clock inverter | 4 | 68.8 |
| Clock buffer | 12 | 135 |
| Timing Repair Buffer | 171 | 1380 |
| Fill cell | 514 | 2330 |
-- kinds of logic after synthesis --
kind of cell	Yosys count	synth area share, %
and+or+nand+nor	80	17.0
DFF	80	81.5
buffers and inverters	9	1.49
-- through the flow --
step	TNS (ns)	instance area (um^2)	setup slack, ns	hold WS (ns)
6_report	-0.924	4620	-0.0504	0.387
5_1_grt	-4.53	4620	-0.101	0.397
4_1_cts	-2.80	4620	-0.0741	0.370
3_5_place_dp	-35.16	4760	-0.449	0.728
3_3_place_gp	-35.03	4760	-0.447	0.722
2_1_floorplan	-57.02	2950	-0.713	0.409
-- routing by layer --
metal	wire (um)	up-vias	track usage [%]	part of all wire, %
met5	0	-	0	0
met4	200	0	4.77	3.1
met3	694	16	6.01	11
met2	3090	107	27.7	48
met1	2430	865	27.6	38
li1	-	931	-	-
-- cell usage after synthesis --
master and count:
edfxtp_1 80, nor2b_1 80, buf_2 8, inv_1 1
-- power by group through the flow --
stage | combinational [uW] | sequential [uW] | clock, uW
finish | 814 | 4040 | 2430
global route | 896 | 4060 | 2630
CTS | 830 | 4040 | 2500
-- repair_timing --
action                                  CTS  global route
endpoints found under the setup margin  160            80
resized                                 249             0
gates cloned                              1             0
setup buffers                             1             0
hold endpoints to repair                  0             0
No activity file was given, so power comes from the tool's default toggle rates.
