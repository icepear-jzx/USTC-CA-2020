$ cat flow/run.sh
#!/bin/bash
# OpenROAD 26Q1-2900-gdf79404cd8, Yosys 0.63+post, stock flow scripts
make -C /OpenROAD-flow-scripts/flow DESIGN_CONFIG=/design/flow/config.mk WORK_HOME=/design/flow/orfs finish
$ cat flow/config.mk
export PLATFORM = sky130hd
export DESIGN_NAME = RegisterFile
export DESIGN_NICKNAME = RegisterFile
export VERILOG_FILES = /design/flow/design.v
export SDC_FILE = /design/flow/constraint.sdc
export NUM_CORES = 4
export LEC_CHECK = 1
export CORE_UTILIZATION = 30
$ cat flow/constraint.sdc
current_design RegisterFile

set clk_period 6.2
set clk_io_pct 0.2

create_clock -name clk0 -period $clk_period [get_ports {clk}]

set non_clock_inputs [all_inputs -no_clocks]
set_input_delay [expr $clk_period * $clk_io_pct] -clock clk0 $non_clock_inputs
set_output_delay [expr $clk_period * $clk_io_pct] -clock clk0 [all_outputs]
$ cat flow/design.v
`timescale 1ns / 1ps
module RegisterFile(
    input wire clk,
    input wire rst,
    input wire write_en,
    input wire [4:0] addr1, addr2, wb_addr,
    input wire [31:0] wb_data,
    output wire [31:0] reg1, reg2, reg3
    );
    reg [31:0] reg_file[31:1];
    integer i;
    initial
    begin
        for(i = 1; i < 32; i = i + 1) 
            reg_file[i][31:0] <= 32'b0;
    end
    always@(negedge clk or posedge rst) 
    begin 
        if (rst)
            for (i = 1; i < 32; i = i + 1) 
                reg_file[i][31:0] <= 32'b0;
        else if(write_en && (wb_addr != 5'h0))
            reg_file[wb_addr] <= wb_data;   
    end
    assign reg1 = (addr1 == 5'b0) ? 32'h0 : reg_file[addr1];
    assign reg2 = (addr2 == 5'b0) ? 32'h0 : reg_file[addr2];
    assign reg3 = reg_file[5'b00011];
endmodule
==> impl_metrics.yaml <==
# physical design summary
outcome:
  outcome: "complete, but fails checks"
  failed_checks: "negative setup slack"
logic_synthesis:
  synth.lib_cells_used.distinct: 56
  syn_area_per_cell_um2: 11.9
  enable_flop_cells: 0
  synthTopCellsByArea: "sky130_fd_sc_hd__dfrtn_1, sky130_fd_sc_hd__mux2_2, sky130_fd_sc_hd__a22oi_1"
  netlist_area_um2: 49300
  synth_cells: 4154
  post-synth-top-area-fraction_pct: 50.4
  yosysSeqAreaShare_pct: 50.4
  share_of_async_settable_or_async_resettable_flops_after_synthesis_pct: 100
  yosys-stat-cells: 4154
  synth.largest_area_cell: "sky130_fd_sc_hd__dfrtn_1"
  numSynthFlops: 992
  ys_flop_type: "sky130_fd_sc_hd__dfrtn_1"
  yosys-stat-area_um2: 49300
  yosys_warnings: 2
power:
  power.static_leakage_nw: 27.2
  clock_power_share_pct: 35.7
  sw_frac_of_total_pct: 28.8
  share_comb_of_total_power_pct: 17.0
  internal_power_mw: 13.6
  power.net_switching_mw: 5.51
  p_seq_share_pct: 47.3
  ir_worst_vdd_mv: 0.277
  power_density_nw_per_um2: 301
  finalPower_mw: 19.1
clocking:
  cts_hold_buf: 0
  clock_latency_of_the_later_clocked_register_in_the_worst_skew_pair_ns: 0.69
  cts_root_buf: "sky130_fd_sc_hd__clkbuf_16"
  cts.clk_slew.worst_paths_ns: 0.05
  numCtsBuffers: 107
  htree_levels: 3
  cts_sinks: 992
  cts_tree: "yes"
  clk_path_buf_depth: 3
routing:
  via_count: 44118
  route.antenna.remaining_nets: 0
  drc_violations_left: 0
  detailed_route_wl_um: 265000
  route.detailed.wl_per_inst_um: 38.9
  first_iter_violations: 4937
  post_drt_via_cell_ratio: 6.47
  drt_first_pass_iters: 9
sta:
  timing_worst_slew_pin_value_ns: 0.918
  hold_violations: 0
  final_max_slew_viol_count: 0
  clock_skew_ns: 0
  timing.final.ws_setup_ns: -0.583
  totalNegativeSetupSlack_ns: -10.23
  rsz0062_at_grt: "true"
  finalSetupViolCount: 61
  slew-limit-headroom_pct: 38.8
die:
  die-height_um: 407
  die_w_um: 407
  core_um2: 163000
  number_of_i_o_pins: 146
  count_of_standard_cell_rows: 148
  chip_area_um2: 166000
  floorplan.core_util_pct: 30.2
layout:
  lay_top_count: "sky130_fd_sc_hd__dfrtn_1"
  layout-drive-gt1-share_pct: 46.4
  largest_register_ffs: 992
  layout.cells.most_common_list: "sky130_fd_sc_hd__dfrtn_1, sky130_fd_sc_hd__mux2_2, sky130_fd_sc_hd__a22oi_1"
  final_core_utilization_pct: 39.0
  reg.largest.list: "reg_file (992)"
  regMostFlops: "reg_file"
  post_synthesis_to_final_layout_area_growth_pct: 28.9
worst_setup_path:
  worstSetupStartpoint: "reg_file[30][31]"
  timing.critical_path.fanout_max: 2
  cp-end-kind: "output pin"
  setup.worst_path.class: "reg -> out"
  start_kind: "flip-flop"
  rrSetupSlack_ns: 4.98
  critical_path.reg2reg.startpoint: "reg_file[3][23]"
  worst-endpoint-required_ns: 4.96
  critical_path_arrival_ns: 5.54
min_path:
  min_from: "reg_file[25][2]"
  hp-class: "reg -> reg"
run:
  cap_viol_max_count: 0
  log.warning_count: 28
grt:
  grt_residual_overflow: 0
  grt_pass1_wl_um: 363000
  grt_util_all_layers_pct: 32.5
  antenna_found_initial: 19
  maximum_number_of_pins_on_one_net_before_global_route_repair: 83
  via_count_of_the_first_global_routing_pass: 43859
placement:
  io_buffer_count: 145
  gp_congestion: 1.02
  hpwlAfterDp_um: 166000
[kinds of logic after synthesis]
| group | Yosys count | synth area share, % |
|---|---|---|
| mux | 1004 | 22.9 |
| simple gates | 634 | 6.56 |
| flops | 992 | 50.4 |
| compound gates | 1100 | 16.2 |
| buf+inv | 424 | 4.02 |
[synthesized netlist by cell type, types with 4 or more instances]
cell and instances:
sky130_fd_sc_hd__a22oi_1 798, sky130_fd_sc_hd__nor2b_1 8, sky130_fd_sc_hd__a221o_1 4, sky130_fd_sc_hd__nor2_1 121, sky130_fd_sc_hd__clkbuf_1 150, sky130_fd_sc_hd__a221oi_1 20
sky130_fd_sc_hd__inv_1 4, sky130_fd_sc_hd__mux2i_1 11, sky130_fd_sc_hd__and3_1 10, sky130_fd_sc_hd__and4_1 5, sky130_fd_sc_hd__mux2_2 979, sky130_fd_sc_hd__nand4_1 113
sky130_fd_sc_hd__a31oi_1 17, sky130_fd_sc_hd__a22o_1 14, sky130_fd_sc_hd__nor2_4 4, sky130_fd_sc_hd__nand2b_1 11, sky130_fd_sc_hd__mux2_1 14, sky130_fd_sc_hd__or3b_1 4
sky130_fd_sc_hd__nand3b_1 9, sky130_fd_sc_hd__buf_1 14, sky130_fd_sc_hd__buf_4 15, sky130_fd_sc_hd__nor4_1 20, sky130_fd_sc_hd__nor3b_1 5, sky130_fd_sc_hd__a222oi_1 43
sky130_fd_sc_hd__nor3_1 55, sky130_fd_sc_hd__nand2_1 172, sky130_fd_sc_hd__dfrtn_1 992, sky130_fd_sc_hd__buf_2 236, sky130_fd_sc_hd__a21oi_1 169, sky130_fd_sc_hd__nor2_2 14
sky130_fd_sc_hd__o21ai_0 13, sky130_fd_sc_hd__a2111oi_0 8, sky130_fd_sc_hd__buf_6 5, sky130_fd_sc_hd__nand3_1 59
[final cells by class]
type,instances,area [um2]
multi-input cells,2738,24600
flip-flops and latches,992,24800
repair buffers,706,7630
clock buffers,159,3220
well taps,2175,2720
inverters,4,18.8
clock inverters,30,444
diodes,10,25.0
fillers,15261,99400
[repair_timing]
action | 4_1_cts | 5_1_grt
endpoints found under the hold margin | 0 | 0
pin swaps | 272 | 173
endpoints found under the setup margin | 68 | 64
resized | 449 | 112
setup buffers | 84 | 22
[layer usage]
| layer | wire length, um | up-vias | part of all wire [%] | track usage (%) |
|---|---|---|---|---|
| li1 | - | 16826 | - | - |
| met4 | 20000 | 38 | 7.6 | 17.9 |
| met2 | 105000 | 3775 | 40 | 43.1 |
| met1 | 93400 | 22212 | 35 | 39.6 |
| met5 | 400 | - | 0.15 | 0.690 |
| met3 | 45700 | 1267 | 17 | 21.5 |
[power groups by stage]
| stage | combinational, mW | clock, mW | sequential (mW) |
|---|---|---|---|
| CTS | 3.14 | 6.85 | 8.98 |
| global route | 3.45 | 7.10 | 9.17 |
| finish | 3.26 | 6.83 | 9.05 |
[critical path, stage by stage (launching register included)]
cell and delay (ns):
sky130_fd_sc_hd__dfrtn_1 0.34, sky130_fd_sc_hd__mux2i_1 0.15, sky130_fd_sc_hd__nor3_1 0.08, sky130_fd_sc_hd__a2111oi_2 0.40, sky130_fd_sc_hd__buf_4 0.17, sky130_fd_sc_hd__nand4_1 0.10
sky130_fd_sc_hd__nor3_2 0.18, sky130_fd_sc_hd__buf_4 0.16, sky130_fd_sc_hd__nor2_4 0.05, sky130_fd_sc_hd__buf_2 0.12
[through the flow]
| stage | instance area, um2 | hold slack, ns | std cells | setup WS, ns |
|---|---|---|---|---|
| floorplan | 49300 | 0.442 | 4154 | -11.43 |
| global placement | 57800 | 0.457 | 6535 | -0.390 |
| detailed placement | 57800 | 0.470 | 6535 | -0.395 |
| CTS | 62800 | 0.470 | 6790 | -0.592 |
| global route | 63500 | 0.485 | 6806 | -0.612 |
| finish | 63500 | 0.475 | 6814 | -0.583 |
[final timing paths]
kind / to / cells after the start
setup reg to reg: reg_file[3][23] / 5
min in group asynchronous: reg_file[31][31] / 3
max in group asynchronous: reg_file[6][5] / 4
hold reg to reg: reg_file[25][2] / 1
hold / removal: reg_file[25][2] / 1
setup / recovery: reg1[31] / 9
No activity file was given, so power comes from the tool's default toggle rates.
