--- flow/run.sh ---
#!/bin/bash
# OpenROAD 26Q1-2900-gdf79404cd8, Yosys 0.63+post, stock flow scripts
make -C /OpenROAD-flow-scripts/flow DESIGN_CONFIG=/design/flow/config.mk WORK_HOME=/design/flow/orfs finish
--- flow/config.mk ---
export PLATFORM = sky130hd
export DESIGN_NAME = BranchDecision
export DESIGN_NICKNAME = BranchDecision
export VERILOG_FILES = /design/flow/design.v
export SDC_FILE = /design/flow/constraint.sdc
export NUM_CORES = 4
export LEC_CHECK = 1
export CORE_AREA = 10 10 88 88
export DIE_AREA = 0 0 98 98
--- flow/constraint.sdc ---
current_design BranchDecision

set clk_period 4.2
set clk_io_pct 0.2

create_clock -name clk0 -period $clk_period

set non_clock_inputs [all_inputs -no_clocks]
set_input_delay [expr $clk_period * $clk_io_pct] -clock clk0 $non_clock_inputs
set_output_delay [expr $clk_period * $clk_io_pct] -clock clk0 [all_outputs]
--- flow/design.v ---
`timescale 1ns / 1ps
`timescale 1ns / 1ps
module BranchDecision(
    input wire [31:0] reg1, reg2,
    input wire [2:0] br_type,
    output reg br
    );
    always@(*) 
    begin
        case (br_type)
            3'd0: br <= 0;
            3'd1: br <= (reg1 == reg2) ? 1 : 0;
            3'd2: br <= (reg1 != reg2) ? 1 : 0;
            3'd3: br <= ($signed(reg1) < $signed(reg2)) ? 1 : 0;
            3'd4: br <= (reg1 < reg2) ? 1 : 0;
            3'd5: br <= ($signed(reg1) >= $signed(reg2)) ? 1 : 0;
            3'd6: br <= (reg1 >= reg2) ? 1 : 0;
            default: br <= 0;
        endcase
    end
endmodule
==> out/results.ini <==
[synth]
synth.cellmix.simpleShare=0.240
synthTopLogicFamily=adder cells
adder_share=0.422
yosysWarnings=1
netlist_top_cells_area=ha_1 (42%), inv_1 (13%), a21oi_1 (5.8%)
ys_cells=129
ys_area_um2=950
synth_area_per_cell_um2=7.36
synth-xor-area-share=0
synthesis.area_um2=950
ys_types=28
ys_sh_mux=0
synth_top_area_share=0.422
netlist_instances=129
top_area_cell=ha_1
synthAoiAreaFrac=0.208
synth_seq_share=0

[die]
ios=68
num_rows=28
die_w_um=98
die_h_um=98
fp.coreArea_um2=5920
die_area_um2=9600
fp_util=0.160

[final_layout]
area_growth_syn_to_layout_pct=98.6
clkbuf_count=0
fin_util=0.318
fillers=619
seq_area_um2=0
final_area_um2=1890
final_cells=284
comb_area_um2=895
drive_gt1_frac=0.139
nFlopsAndLatches=0

[routing]
num_antenna_cells=0
antenna_left=0
dr.pass1.iters=2
viasPerCell=4.02
routedWlPerCell_um=10.8
drt_iter0_drc=19
routed_wl_um=3060
vias=1141
remaining_drc_errors=0

[global_routing]
grt_pass1_wl_um=5070
grt_pass1_vias=1197
grt_max_degree=8
track_usage=0.0600
overflow=0
antenna_found_initial=0

[worst_setup_path]
cp.buffers_inverters=4
crit_type=in2out
end_kind=primary output
cp_slowest_cell=clkdlybuf4s50_1
crit_family=buffers and inverters
arrival_ns=3.15
cp.required_ns=3.36
worstSetupStartpointType=input port
cp_max_fo=5
cp_cell_sequence=clkdlybuf4s50_1, inv_1, ha_1, nand4_2, a211oi_2, o41ai_2, o211ai_1, a31oi_4, buf_6, nand4_1, nand4_1, nor2_1, dlygate4sd2_1
cpMostUsedCell=nand4_1
cp.depth=13
critical-path-max-stage-delay_ns=0.45

[placement]
dp.cells=283
gp_congestion=0.738
io_buffers=68
dpl.hpwl_um=2870
placed_area_um2=1810

[sta]
tightest_slew_ns=0.337
fin_crit_sh=0.951
setup_viol=0
maxSlewHeadroom=0.774
hold_viol_final=0
tns_ns=0
fmax_mhz=250
slew_viol_final=0
period_needed_ns=3.99

[job]
drv.max_cap_violation_count=0
warnings=32

[power]
finalPower_mw=0.168
ir_drop_uv=30.2
powerDensity_nw_per_um2=89.1
p_leak_nw=0.885

[worst_hold_path]
hold_path.class=in2out
hold_depth=5

[clocking]
cts_hold_buf=0

[outcome]
status=finished clean

-- metal layers --
| metal | up-vias | share of wire | GRT usage |
|---|---|---|---|
| li1 | 616 | - | - |
| met1 | 485 | 0.49 | 0.0763 |
| met2 | 40 | 0.44 | 0.107 |
| met3 | 0 | 0.067 | 0.0128 |
| met4 | 0 | 0 | 0 |
| met5 | - | 0 | 0 |
-- power by group --
group          switching (mW)  internal [mW]
clock                       0              0
sequential                  0              0
combinational          0.0615          0.107
total                  0.0615          0.107
-- what timing repair did --
item                                   4_1_cts  5_1_grt
endpoints found under the hold margin        0        0
pin swaps                                    7        7
gates resized                                3        7
setup endpoints to repair                    1        1
setup buffers                                1        0
-- worst paths after layout --
kind / slack, ns / endpoint / startpoint
worst min-delay path: 2.66 / br / br_type[2]
worst max-delay path: 0.21 / br / reg2[4]
-- Yosys cell counts (all sizes together) --
cell type,n
nand4,6
a221oi,1
nand3,4
a211oi,4
ha,32
nand4b,1
inv,33
nand4bb,1
nand2,9
and3,1
o21ai,5
a21oi,11
a21o,2
nand2b,1
nor2,8
or3,1
o2111ai,1
o211ai,1
o41ai,1
and4,1
nor3,4
a31oi,1
-- placed cells by master, fill, tap and decap left out, drive strengths merged --
master,n
a211oi,4
a21o,2
a21oi,11
a221oi,1
a31oi,1
and3,1
and4,1
buf,12
clkdlybuf4s50,67
dlygate4sd2,1
ha,32
inv,33
nand2,9
nand2b,1
nand3,4
nand4,6
nand4b,1
nand4bb,1
nor2,8
nor3,4
o2111ai,1
o211ai,1
o21ai,5
o41ai,1
or3,1
-- stage by stage --
| stage | hold slack, ns | setup WS, ns |
|---|---|---|
| global placement | 2.87 | -0.143 |
| detailed placement | 2.87 | -0.157 |
| floorplan | 1.83 | 1.03 |
| global route | 2.74 | -0.00149 |
| CTS | 2.66 | 0.127 |
| finish | 2.66 | 0.205 |
-- area by class of cell --
cell class,count,share of cell area
tap,75,0.0498
multi-input combinational,96,0.474
timing repair buffer,80,0.410
inverter,33,0.0657
-- cells by family (layout without fill, tap and decap cells) --
| logic type | count (synthesis) | in the layout |
|---|---|---|
| AOI/OAI and AO/OA | 27 | 27 |
| adders and majority gates | 32 | 32 |
| buffers and inverters | 33 | 113 |
| and+or+nand+nor | 37 | 37 |
Power and IR drop assume default switching activity.
